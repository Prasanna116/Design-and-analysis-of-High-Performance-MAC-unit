$ cat design/flow/config.mk
export PLATFORM = sky130hd
export DESIGN_NAME = DaddaKS_16bitMAC
export DESIGN_NICKNAME = DaddaKS_16bitMAC
export VERILOG_FILES = /design/flow/design.v
export SDC_FILE = /design/flow/constraint.sdc
export NUM_CORES = 4
export LEC_CHECK = 1
export CORE_UTILIZATION = 50
$ cat design/flow/constraint.sdc
current_design DaddaKS_16bitMAC

set clk_period 19.9
set clk_io_pct 0.2

create_clock -name clk0 -period $clk_period [get_ports {clk}]

set non_clock_inputs [all_inputs -no_clocks]
set_input_delay [expr $clk_period * $clk_io_pct] -clock clk0 $non_clock_inputs
set_output_delay [expr $clk_period * $clk_io_pct] -clock clk0 [all_outputs]
$ cat design/flow/design.v
module DaddaKS_16bitMAC(
    input [15:0] a,           
    input [15:0] b,           
    input clk,
    input rst,
    input cin,               
    output reg [31:0] out,   
    output cout              
);
    wire [31:0] out1;        
    wire [31:0] sum;
    Dadda_Multt16 g1 (
        .a(a),
        .b(b),
        .out(out1)
    );
    Kogge_stone_32bit g2 (
        .a(out1),
        .b(out),
        .cin(cin),
        .s(sum),
        .cout(cout)
    );
    always @(posedge clk or posedge rst) begin
        if (rst)
            out <= 16'h0;   
        else
            out <= sum;     
    end
endmodule
module Dadda_Multt16(
input [15:0] a,
input [15:0] b,
output [31:0] out);
wire [15:0] o0,o1,o2,o3;
wire [15:0]out1;
wire [23:0]out2;
Dadda_Mult8_1 g1(a[7:0],b[7:0],o0);
Dadda_Mult8_1 g2(a[7:0],b[15:8],o1);
Dadda_Mult8_1 g3(a[15:8],b[7:0],o2);
Dadda_Mult8_1 g4(a[15:8],b[15:8],o3);
assign out[7:0]= o0[7:0];
assign out1= {8'b0,o0[15:8]} + o1[15:0] ;
assign out2= {8'b0,o2[15:0]} + {o3[15:0],8'b0} ;
assign out[31:8]= {8'b0,out1} + out2;
endmodule 
module Kogge_stone_32bit(
input [31:0] a,
input [31:0] b,
input cin,
output [31:0] s,
output cout);
wire [31:0] c;
wire [31:0] p0, g0 ;
wire [31:0] p1, g1 ;
wire [31:0] p2, g2 ;
wire [31:0] p3, g3 ;
wire [31:0] p4, g4 ;
wire [31:0] p5, g5 ; 
assign p0= a ^ b;
assign g0= a & b;
assign p1[0]=p0[0];
assign g1[0]=g0[0];
genvar i;
generate
for(i=1;i<32;i=i+1) begin: row1
assign p1[i] = p0[i] & p0[i-1];
assign g1[i] = g0[i] | (p0[i] & g0[i-1] );
end
endgenerate
assign p2[1:0]=p1[1:0];
assign g2[1:0]=g1[1:0];
genvar j;
generate
for(j=2;j<32;j=j+1) begin: row2
assign p2[j] = p1[j] & p1[j-2];
assign g2[j] = g1[j] | (p1[j] & g1[j-2] );
end
endgenerate
assign p3[3:0]=p2[3:0];
assign g3[3:0]=g2[3:0];
genvar k;
generate
for(k=4;k<32;k=k+1) begin: row3
assign p3[k] = p2[k] & p2[k-4];
assign g3[k] = g2[k] | (p2[k] & g2[k-4] );
end
endgenerate
assign p4[7:0]=p3[7:0];
assign g4[7:0]=g3[7:0];
genvar l;
generate
for(l=8;l<32;l=l+1) begin: row4
assign p4[l] = p3[l] & p3[l-8];
assign g4[l] = g3[l] | (p3[l] & g3[l-8] );
end
endgenerate
assign p5[15:0]= p4[15:0];
assign g5[15:0]= g4[15:0];
genvar m;
generate
for(m=16;m<32;m=m+1) begin: row5
assign p5[m] = p4[m] & p4[m-16];
assign g5[m] = g4[m] | (p4[m] & g4[m-16] );
end
endgenerate
assign c[0]=cin;
assign c[31:1]=g5[30:0];
assign cout=g5[31];
assign s= (p0 ^ c) ;
endmodule
module Dadda_Mult8_1(
input [7:0]a,
input [7:0]b,
output [15:0]out);
wire p[7:0][7:0];
wire [41:0]s;
wire [54:0]c;
genvar i;
genvar j;
generate
for(i=0;i<8;i=i+1) begin:row1
  for(j=0;j<8;j=j+1)begin: row2
  assign p[j][i]= a[j] & b[i];
  end
end
endgenerate
half_adder g1(p[6][0],p[5][1],s[0],c[0]);
full_adder g2(p[7][0],p[6][1],p[5][2],s[1],c[1]);
half_adder g3(p[4][3],p[3][4],s[2],c[2]);
full_adder g4(p[7][1],p[6][2],p[5][3],s[3],c[3]);
half_adder g5(p[4][4],p[3][5],s[4],c[4]);
full_adder g6(p[7][2],p[6][3],p[5][4],s[5],c[5]);
half_adder g7(p[4][0],p[3][1],s[6],c[6]);
full_adder g8(p[5][0],p[4][1],p[3][2],s[7],c[7]);
half_adder g9(p[2][3],p[1][4],s[8],c[8]);
full_adder g10(s[0],p[4][2],p[3][3],s[9],c[9]);
full_adder g11(p[2][4],p[1][5],p[0][6],s[10],c[10]);
full_adder g12(c[0],s[1],s[2],s[11],c[11]);
full_adder g13(p[2][5],p[1][6],p[0][7],s[12],c[12]);
full_adder g14(c[1],c[2],s[3],s[13],c[13]);
full_adder g15(s[4],p[2][6],p[1][7],s[14],c[14]);
full_adder g16(c[3],c[4],s[5],s[15],c[15]);
full_adder g17(p[4][5],p[3][6],p[2][7],s[16],c[16]);
full_adder g18(c[5],p[7][3],p[6][4],s[17],c[17]);
full_adder g19(p[5][5],p[4][6],p[3][7],s[18],c[18]);
full_adder g20(p[7][4],p[6][5],p[5][6],s[19],c[19]);
half_adder g21(p[3][0],p[2][1],s[20],c[20]);
full_adder g22(s[6],p[2][2],p[1][3],s[21],c[21]);
full_adder g23(c[6],s[7],s[8],s[22],c[22]);
full_adder g24(c[7],c[8],s[9],s[23],c[23]);
full_adder g25(c[9],c[10],s[11],s[24],c[24]);
full_adder g26(c[11],c[12],s[13],s[25],c[25]);
full_adder g27(c[13],c[14],s[15],s[26],c[26]);
full_adder g28(c[15],c[16],s[17],s[27],c[27]);
full_adder g29(c[17],c[18],s[19],s[28],c[28]);
full_adder g30(c[19],p[7][5],p[6][6],s[29],c[29]);
half_adder g31(p[2][0],p[1][1],s[30],c[30]);
full_adder g32(s[20],p[1][2],p[0][3],s[31],c[31]);
full_adder g33(s[21],c[20],p[0][4],s[32],c[32]);
full_adder g34(s[22],c[21],p[0][5],s[33],c[33]);
full_adder g35(s[23],c[22],s[10],s[34],c[34]);
full_adder g36(s[24],c[23],s[12],s[35],c[35]);
full_adder g37(s[25],c[24],s[14],s[36],c[36]);
full_adder g38(s[26],c[25],s[16],s[37],c[37]);
full_adder g39(s[27],c[26],s[18],s[38],c[38]);
full_adder g40(s[28],c[27],p[4][7],s[39],c[39]);
full_adder g41(s[29],c[28],p[5][7],s[40],c[40]);
full_adder g42(c[29],p[7][6],p[6][7],s[41],c[41]);
assign out[0]=p[0][0];
half_adder g43(p[1][0],p[0][1],out[1],c[42]);
full_adder g44(s[30],p[0][2],c[42],out[2],c[43]);
full_adder g45(s[31],c[30],c[43],out[3],c[44]);
full_adder g46(s[32],c[31],c[44],out[4],c[45]);
full_adder g47(s[33],c[32],c[45],out[5],c[46]);
full_adder g48(s[34],c[33],c[46],out[6],c[47]);
full_adder g49(s[35],c[34],c[47],out[7],c[48]);
full_adder g50(s[36],c[35],c[48],out[8],c[49]);
full_adder g51(s[37],c[36],c[49],out[9],c[50]);
full_adder g52(s[38],c[37],c[50],out[10],c[51]);
full_adder g53(s[39],c[38],c[51],out[11],c[52]);
full_adder g54(s[40],c[39],c[52],out[12],c[53]);
full_adder g55(s[41],c[40],c[53],out[13],c[54]);
full_adder g56(p[7][7],c[41],c[54],out[14],out[15]);
endmodule
module full_adder(
input a,
input b,
input c,
output sum,
output carry);
assign sum= a^b^c;
assign carry= (a&b) | (c&(a^b));
endmodule
module half_adder(
input a,
input b,
output sum,
output carry);
assign sum= a^b;
assign carry= a&b;
endmodule
$ cat design/flow/run.sh
#!/bin/bash
# OpenROAD 26Q1-2900-gdf79404cd8, Yosys 0.63+post, stock flow scripts
make -C /OpenROAD-flow-scripts/flow DESIGN_CONFIG=/design/flow/config.mk WORK_HOME=/design/flow/orfs finish
==> CHANGELOG.md <==
### Physical design

* Regs by FF count: out: 32 flops
* Late-Pin Clk Latency at 0.28 ns
* Slowest cell on crit path: fa_1
* Max-slew headroom at 51.0%
* Port buffer count at 67
* Synth flops at 32
* Reg2Reg Depth at 9
* Final setup viols at 0
* Critical path class: input pin to primary output
* Crit path top cell by count: fa_1
* Post-synth ARST share at 100%
* Log Warnings at 25
* Mapped cell area at 10700 µm²
* First-pass GRT wire length at 40.5 mm
* Die Ht at between 100 and 150 µm
* Number of routed nets with antenna violations at 0
* All-Layer GR Usage at 24.8%
* Worst r2r dst: out[30]
* Syn Area/Cell at 8.75 µm²
* Yosys Chip Area at around 11000 µm²
* Yosys warns at 2
* # diodes at 0
* Top cells by count, synth: 243 x inv_1, 203 x fa_1, 172 x nand2_1
* Critical Path RT at 15.92 ns
* Wire per inst at around 15 µm
* Final HPWL DP at 19.9 mm
* Fill cells at slightly below 2k
* CP arrival at 15.36 ns
* Drt drc at 0
* Max reg flops at 32
* Largest net degree at the start of global routing at 33
* Min Clock Period, post-route at approximately 19 ns
* Final period util at 97.2%
* IO Pins at 68
* Routability cong. at 0.905
* Metal-1 WL at approximately 11 mm
* Layout cells sized above 1 at under 10%
* Top sig layer: met4
* Post-synth EDFFs at 0
* Hold Path Sink: out[0]
* Initial Utilization at 50.8%
* Worst-path maximum fanout at 15
* Post-route cell area at 12100 µm²
* Clk_skew at ~0.0026 ns
* Chip Width at 148 µm
* Total Neg Setup Slack at 0 ns
* Yosys Instances at 1217
* Flop2flop setup slack at 17.13 ns
* GR Overflow Total at 0
* Top reg by flops: out
* Drt pass-1 iters at 6
* Element type at the critical path end: primary output
* Initial antenna violation count at 0
* RSZ-0062 raised after global routing: no
* Routed wl met2 at 10.9 mm
* Seq/Total Area, Yosys at 7.52%
* Peak Freq at 51.7 MHz
* Core area at around 21000 µm²
* Worst-case clock buffer depth at 2
* Main synth FF type: dfrtp_1
* Top-area cell share at between 30% and 40%
* CTS root buf: clkbuf_16
* CTS buffer count at 5
* Clock Sinks at 32
* Via count at ~8k
* Startpoint types: input pin
* DR WL met3 at 1.33 mm
* DR vias/cell at 5.21
* Crit-path max cell delay at 0.59 ns
* Slew Limit Fails at 0
* DR iter-0 viols at 247
* HP Class: flip-flop to flip-flop
* Hold_sp: out[0]
* Placed Area at 11800 µm²
* # H-tree levels at 2
* Biggest area cells: fa_1 38%, ha_1 11%, inv_1 8.6%
* Largest area contributor in the netlist: fa_1
* Row cnt at 53
* RR Startpoint: out[0]
* Synth top cell by count: inv_1
* Max-Cap Viols at 0
* Placed insts at approximately 1.6k
* CTS tree: built
* Vias in the first global route at 8376
* Finished Core Util at 57.5%
* Outcome: completed
* Synth-to-layout area growth at 13.2%
* Clock slew at reported path FFs at 0.05 ns
* Number of different library cells in the post-synthesis netlist at 60
* Total Wirelength at 23.6 mm
* Finished Layout Cells at 1561
* Die ar. at 21900 µm²
* Hold path cells at 2
* Mapped Cells at 1217
* Final hold violation count at 0
* Worst-margin pin slew at 0.725 ns
## area by class of cell
cell class                      instances  area (µm²)  area share, %
Clock buffer                            7         153           1.27
Multi-Input combinational cell        900        8890           73.8
Timing Repair Buffer                  104         952           7.90
Tap cell                              275         344           2.85
Inverter                              243         912           7.57
Sequential cell                        32         801           6.64
## critical path, delay by kind of cell
kind            cells  cell delay (ns)
xor+xnor            1             0.18
fa+ha+maj          18             6.70
compound gates      7             1.43
buf+inv             9             1.54
simple gates        8             1.52
## how the worst max path moves through the flow
stage / startpoint / to / slack [ns] / cells after the start
after CTS: b[0] / cout / 0.11 / 45
after global routing: b[1] / cout / 0.03 / 43
final: b[1] / cout / 0.56 / 43
## cell families (layout without fill, tap and decap cells)
group / Yosys count / count (layout) / share of synthesized area [%]
simple gates: 380 / 380 / 17.7
fa+ha+maj: 299 / 299 / 49.4
buf+inv: 285 / 354 / 10.1
compound gates: 162 / 162 / 10.4
xor+xnor: 57 / 57 / 4.69
flops: 32 / 32 / 7.52
mux: 2 / 2 / 0.188
## cells in the final DEF (no fill, tap or decap), drive strengths merged, types with 4 or more instances in the layout
cell type / n
a211oi: 10
and3: 7
inv: 243
nand2b: 4
nor2b: 7
xnor2: 39
xor2: 18
nor3: 9
dfrtp: 32
and2: 121
nor2: 22
buf: 37
fa: 203
clkbuf: 7
ha: 96
o21a: 5
o21bai: 9
a31oi: 6
or3: 4
clkdlybuf4s50: 67
a21o: 24
nand2: 172
nand4: 11
a21oi: 49
nand3: 11
o21ai: 25
## stage by stage
step / hold slack, ns / worst slack, ns
6_report: 0.591 / 0.558
5_1_grt: 0.612 / 0.0282
4_1_cts: 0.599 / 0.111
3_5_place_dp: 0.591 / 0.154
3_3_place_gp: 0.579 / 0.278
2_1_floorplan: 0.543 / 1.64
## repair_timing
item	CTS	global route
setup buffers	0	3
endpoints found under the setup margin	0	1
resized	0	21
hold buffers	0	0
## metal layers
layer | track usage (%) | vias to the layer above
li1 | - | 3929
met1 | 38.3 | 4003
met2 | 39.4 | 181
met3 | 5.07 | 17
met4 | 3.14 | 0
met5 | 0 | -
